**/design/flow/design.v**
```verilog
`timescale 1ns / 1ps
module accumulator(
    input clk,
    input rst_n,
    input en,
    input [7:0] data,
    output reg [7:0] accum
    );
    always @(posedge clk or negedge rst_n) begin
        if(!rst_n) accum <= 8'd0;
        else
            if(en) accum <= data;
            else accum <= accum; 
    end
endmodule
`timescale 1ns / 1ps
module address_multiplexer(
    input fetch,
    input [12:0] ir_addr,
    input [12:0] pc_addr,
    output [12:0] addr
    );
    assign addr = fetch ? pc_addr:ir_addr;
endmodule
`timescale 1ns / 1ps
module alu(
    input clk,
    input rst_n,
    input en,
    input [7:0] accum,
    input [7:0] data,
    input [2:0] operation,
    output zero,
    output reg [7:0] alu_out
    );
    parameter HLT = 3'b000,
              SKZ = 3'b001,
              ADD = 3'b010,
              ANDD = 3'b011,
              XORR = 3'b100,
              LDA = 3'b101,
              STO = 3'b110,
              JMP = 3'b111;
    assign zero = !accum;
    always@(posedge clk or negedge rst_n) begin
        if(!rst_n) alu_out <= 8'bxxxx_xxxx;
        else
            casex(operation)
                HLT :alu_out <= accum;
                SKZ :alu_out <= accum;
                ADD :alu_out <= data + accum;
                ANDD:alu_out <= data & accum;
                XORR:alu_out <= data ^ accum;
                LDA :alu_out <= data;
                STO :alu_out <= accum;
                JMP :alu_out <= accum;
                default: alu_out <= 8'bxxxx_xxxx;
            endcase          
    end
endmodule
`timescale 1ns / 1ps
module clock_manager(
    input clk,
    input rst_n,
    output reg alu_en,
    output reg fetch,
    output module_clk
    );
    parameter S1 = 8'b0000_0001,
              S2 = 8'b0000_0010,
              S3 = 8'b0000_0100,
              S4 = 8'b0000_1000,
              S5 = 8'b0001_0000,
              S6 = 8'b0010_0000,
              S7 = 8'b0100_0000,
              S8 = 8'b1000_0000,
              IDLE = 8'b0000_0000;
    reg [7:0] state, next_state;
    assign module_clk = clk;
    always@(state) begin
        case(state)
            IDLE: next_state = S1;
            S1: next_state = S2;
            S2: next_state = S3;
            S3: next_state = S4;
            S4: next_state = S5;
            S5: next_state = S6;
            S6: next_state = S7;
            S7: next_state = S8;
            S8: next_state = S1;
            default: next_state = IDLE;
        endcase   
    end
    always@(posedge clk or negedge rst_n) begin
        if(!rst_n) state <= IDLE;
        else state <= next_state;
    end
    always@(posedge clk or negedge rst_n) begin
        if(!rst_n) begin
            alu_en <= 1'b0;
            fetch <= 1'b0;
        end
        else
            if(state == S1) alu_en <= 1'b1;
            else if(state == S2) alu_en <= 1'b0;
            else if(state == S3) fetch <= 1'b1;
            else if(state == S7) fetch <= 1'b0;
            else begin
                alu_en <= alu_en;
                fetch <= fetch;
            end
    end
endmodule
`timescale 1ns / 1ps
module command_register(
    input clk,
    input rst_n,
    input en,
    input [7:0] data,
    output [2:0] operation,
    output [12:0] ir_addr
    );
    reg [15:0] cmd_reg, state;
    assign operation = cmd_reg[15:13];
    assign ir_addr = cmd_reg[12:0];
    always@(posedge clk or negedge rst_n) begin
        if(!rst_n) begin
            state <= 1'b0;
            cmd_reg <= 16'd0;
        end
        else begin
            if(en)
                casex(state)
                    1'b0: begin
                            cmd_reg[15:8] <= data;
                            state <= 1'b1;
                    end
                    1'b1: begin
                            cmd_reg[7:0] <= data;
                            state <= 1'b0;
                    end
                    default: begin
                            cmd_reg <= 16'bxxxx_xxxx_xxxx_xxxx;
                            state <= 1'bx;
                    end
                endcase
            else state <= 1'b0;
        end
    end
endmodule
`timescale 1ns / 1ps
module condition_control(
    input clk,
    input rst_n,
    input zero,
    input [2:0] operation,
    input en,
    output reg pc_inc,
    output reg rd,
    output reg wr,
    output reg load_acc,
    output reg load_ir,
    output reg load_pc,
    output reg datacontrol_en,
    output reg halt
    );
    parameter HLT = 3'b000,
              SKZ = 3'b001,
              ADD = 3'b010,
              ANDD = 3'b011,
              XORR = 3'b100,
              LDA = 3'b101,
              STO = 3'b110,
              JMP = 3'b111;
    parameter IDLE = 8'b0000_0000,
              S1 = 8'b0000_0001,
              S2 = 8'b0000_0010,
              S3 = 8'b0000_0100,
              S4 = 8'b0000_1000,
              S5 = 8'b0001_0000,
              S6 = 8'b0010_0000,
              S7 = 8'b0100_0000,
              S8 = 8'b1000_0000;          
    reg ena;
    reg [7:0] state, next_state;
    always@(posedge clk or negedge rst_n) begin
        if(!rst_n) ena <= 1'b0;
        else
            if(en) ena <= 1'b1;
    end
    always @(state) begin
        case(state)
            IDLE: next_state = S1;
            S1: next_state = S2;
            S2: next_state = S3;
            S3: next_state = S4;
            S4: next_state = S5;
            S5: next_state = S6;
            S6: next_state = S7;
            S7: next_state = S8;
            S8: next_state = S1;
            default: next_state = IDLE;
        endcase
    end
    always@(posedge clk) begin
        if(!ena) state <= S1;
        else
            state <= next_state;
    end
    always@(posedge clk) begin
        if(!ena) begin
            {pc_inc, rd, wr, load_acc} <= 4'b0000;
            {load_ir, load_pc, datacontrol_en, halt} <= 4'b0000;
        end
        else 
            ctl_cycle;
    end
    task ctl_cycle;
    begin
         case(state)
                S1:begin
                    {pc_inc, rd, wr, load_acc} <= 4'b0100;
                    {load_ir, load_pc, datacontrol_en, halt} <= 4'b1000;
                end
                S2:begin
                    {pc_inc, rd, wr, load_acc} <= 4'b1100;
                    {load_ir, load_pc, datacontrol_en, halt} <= 4'b1000;
                end
                S3:begin
                    {pc_inc, rd, wr, load_acc} <= 4'b0000;
                    {load_ir, load_pc, datacontrol_en, halt} <= 4'b0000;
                end
                S4:begin
                    if(operation == HLT) begin
                        {pc_inc, rd, wr, load_acc} <= 4'b1000;
                        {load_ir, load_pc, datacontrol_en, halt} <= 4'b0001;
                    end
                    else begin
                        {pc_inc, rd, wr, load_acc} <= 4'b1000;
                        {load_ir, load_pc, datacontrol_en, halt} <= 4'b0000;
                    end
                end
                S5:begin
                    if(operation == JMP) begin
                        {pc_inc, rd, wr, load_acc} <= 4'b0000;
                        {load_ir, load_pc, datacontrol_en, halt} <= 4'b0100;
                    end
                    else if(operation == ADD || operation == ANDD || operation == XORR || operation == LDA) begin
                        {pc_inc, rd, wr, load_acc} <= 4'b0100;
                        {load_ir, load_pc, datacontrol_en, halt} <= 4'b0000;
                    end
                    else if(operation == STO) begin
                        {pc_inc, rd, wr, load_acc} <= 4'b0000;
                        {load_ir, load_pc, datacontrol_en, halt} <= 4'b0010;
                    end
                    else begin
                        {pc_inc, rd, wr, load_acc} <= 4'b0000;
                        {load_ir, load_pc, datacontrol_en, halt} <= 4'b0000;
                    end
                end
                S6:begin
                    if(operation == ADD || operation == ANDD || operation == XORR || operation == LDA) begin
                        {pc_inc, rd, wr, load_acc} <= 4'b0101;
                        {load_ir, load_pc, datacontrol_en, halt} <= 4'b0000;
                    end
                    else if(operation == SKZ && zero) begin
                        {pc_inc, rd, wr, load_acc} <= 4'b1000;
                        {load_ir, load_pc, datacontrol_en, halt} <= 4'b0000;
                    end
                    else if(operation == JMP) begin
                        {pc_inc, rd, wr, load_acc} <= 4'b1000;
                        {load_ir, load_pc, datacontrol_en, halt} <= 4'b0100;
                    end
                    else if(operation == STO) begin
                        {pc_inc, rd, wr, load_acc} <= 4'b0010;
                        {load_ir, load_pc, datacontrol_en, halt} <= 4'b0010;
                    end
                    else begin
                        {pc_inc, rd, wr, load_acc} <= 4'b0000;
                        {load_ir, load_pc, datacontrol_en, halt} <= 4'b0000;
                    end
                end
                S7:begin
                    if(operation == ADD || operation == ANDD || operation == XORR || operation == LDA) begin
                        {pc_inc, rd, wr, load_acc} <= 4'b0100;
                        {load_ir, load_pc, datacontrol_en, halt} <= 4'b0000;
                    end
                    else if(operation == STO) begin
                        {pc_inc, rd, wr, load_acc} <= 4'b0000;
                        {load_ir, load_pc, datacontrol_en, halt} <= 4'b0010;
                    end
                    else begin
                        {pc_inc, rd, wr, load_acc} <= 4'b0000;
                        {load_ir, load_pc, datacontrol_en, halt} <= 4'b0000;
                    end
                end
                S8:begin
                    if(operation == SKZ && zero) begin
                        {pc_inc, rd, wr, load_acc} <= 4'b1000;
                        {load_ir, load_pc, datacontrol_en, halt} <= 4'b0000;
                    end
                    else begin
                        {pc_inc, rd, wr, load_acc} <= 4'b0000;
                        {load_ir, load_pc, datacontrol_en, halt} <= 4'b0000;
                    end
                end
                default:begin
                    {pc_inc, rd, wr, load_acc} <= 4'b0000;
                    {load_ir, load_pc, datacontrol_en, halt} <= 4'b0000;
                end
        endcase
    end
    endtask
endmodule
`timescale 1ns / 1ps
module data_controller(
    input en,
    input [7:0] data_in,
    output [7:0] data_out
    );
    assign data_out = (en)? data_in:8'bzzzz_zzzz;
endmodule
`timescale 1ns / 1ps
module program_counter(
    input rst_n,
    input load_pc,
    input pc_inc,
    input [12:0] ir_addr,
    output reg [12:0] pc_addr
    );
    always@(posedge pc_inc or negedge rst_n) begin
        if(!rst_n) pc_addr <= 13'd0;
        else begin
            if(load_pc) pc_addr <= ir_addr;
            else pc_addr <= pc_addr + 1'b1;
        end
    end
endmodule
`timescale 1ns / 1ps
module risc_cpu(
    input clk,
    input rst_n,
    output rd,
    output wr,
    output [12:0] addr,
    inout [7:0] data
    );
    wire alu_en, fetch, module_clk;
    wire [2:0] operation;
    wire [12:0] pc_addr, ir_addr;
    wire zero;
    wire load_ir, load_acc, pc_inc, datacontrol_en, halt;
    wire [7:0] accum, alu_out;
    clock_manager clock_manager1(
        .clk(clk),
        .rst_n(rst_n),
        .alu_en(alu_en),
        .fetch(fetch),
        .module_clk(module_clk)
    );
    command_register command_register1(
        .clk(module_clk),
        .rst_n(rst_n),
        .en(load_ir),
        .data(data),
        .operation(operation),
        .ir_addr(ir_addr)
    );
    accumulator accumulator1(
        .clk(module_clk),
        .rst_n(rst_n),
        .en(load_acc),
        .data(alu_out),
        .accum(accum)
    );
    alu m_alu(
        .clk(module_clk),
        .rst_n(rst_n),
        .en(alu_en),
        .accum(accum),
        .data(data),
        .operation(operation),
        .zero(zero),
        .alu_out(alu_out)
    );
    condition_control condition_control1(
        .clk(module_clk),
        .rst_n(rst_n),
        .zero(zero),
        .operation(operation),
        .en(fetch),
        .pc_inc(pc_inc),
        .rd(rd),
        .wr(wr),
        .load_acc(load_acc),
        .load_ir(load_ir),
        .load_pc(load_pc),
        .datacontrol_en(datacontrol_en),
        .halt(halt)
    );
    data_controller data_controller1(
        .en(datacontrol_en),
        .data_in(alu_out),
        .data_out(data)
    );
    address_multiplexer m_adr(
        .fetch(fetch),
        .ir_addr(ir_addr),
        .pc_addr(pc_addr),
        .addr(addr)
    );
    program_counter program_counter1(
        .rst_n(rst_n),
        .load_pc(load_pc),
        .pc_inc(pc_inc),
        .ir_addr(ir_addr),
        .pc_addr(pc_addr)
    );
endmodule
```
**/design/flow/run.sh**
```bash
#!/bin/bash
# OpenROAD 26Q1-2900-gdf79404cd8, Yosys 0.63+post, stock flow scripts
make -C /OpenROAD-flow-scripts/flow DESIGN_CONFIG=/design/flow/config.mk WORK_HOME=/design/flow/orfs finish
```
**/design/flow/config.mk**
```make
export PLATFORM = sky130hd
export DESIGN_NAME = risc_cpu
export DESIGN_NICKNAME = risc_cpu
export VERILOG_FILES = /design/flow/design.v
export SDC_FILE = /design/flow/constraint.sdc
export NUM_CORES = 4
export LEC_CHECK = 1
export CORE_UTILIZATION = 40
```
**/design/flow/constraint.sdc**
```tcl
current_design risc_cpu

set clk_period 3.0
set clk_io_pct 0.2

create_clock -name clk0 -period $clk_period [get_ports {clk}]

set non_clock_inputs [all_inputs -no_clocks]
set_input_delay [expr $clk_period * $clk_io_pct] -clock clk0 $non_clock_inputs
set_output_delay [expr $clk_period * $clk_io_pct] -clock clk0 [all_outputs]
```
==> results.yml <==
# flow metrics
clock_tree:
  ctsResizeCount: 0
  root_buffer: "clkbuf_8"
  ctsHoldBuffers: 0
  cts_buffers: 9
  cts_buffer_depth: 2
  cts_setup_buffers: 0
  htreeDepth: 3
floorplanning:
  pin_count: 25
  fp-row-count: 33
  die_y_um: 94.55
  fp_util_pct: 41.48
  die-width_um: 94.55
sta:
  unclocked_regs: 13
  untimed_endpoints: 13
yosys:
  avgSynthCellArea_um2: 11.20
  yosysWarnings: 8
  enable_flop_cells: 0
  yosysChipArea_um2: 3426
  synth_top_area_share_pct: 40.91
  syn_inst: 306
  yosysSeqAreaShare_pct: 50.62
  ys_ff: 72
  top_area_cell: "dfrtp_1"
  ff_type: "dfrtp_1"
  synth.distinct_cells: 52
  ys_cells: 306
  yosys-top-cells-area: "dfrtp_1, mux2_2, dfxtp_1"
  ys_async_sr_fraction_pct: 80.56
  yosys-top-cells-count: "dfrtp_1, mux2_2, nand2_1, nor2_1"
  synth_top_cell_by_count: "dfrtp_1"
  syn-cell-area_um2: 3426
placed_design:
  pre_cts_slack_ns: 0.8210
  post-place-cells: 413
  globalplace.congestion: 0.8373
  port-buffer-count: 16
  hpwlAfterDp_mm: 4.533
run_status:
  stop_stage: "4_1_cts"
  outcome: "stopped before the end"
  error_line: "[error] [KeplerFormal.cpp:679] Workflow failed: Iso has multiple drivers: .data0, data[0]$_DFFE_PN0N_.Q0"
[cell families after synthesis]
group           count (synthesis)  share of synthesized area, %
compound gates                 61                         11.87
xor+xnor                       17                         4.566
fa+ha+maj                      10                         3.872
buf+inv                        20                         2.995
flops                          72                         50.62
mux                            44                         14.32
other cells                     1                        0.1095
simple gates                   81                         11.65
[through the flow]
| stage | cell area [um2] | hold slack, ns | util (%) |
|---|---|---|---|
| after detailed placement | 3652 | 0.3371 | 44.23 |
| after floorplan | 3426 | 0.3044 | - |
| after global placement | 3652 | 0.3347 | 44.23 |
